==> /design/flow/design.v <==
module gshare(prdbit,brnch,adrs,sram,shft,in,clk);
output prdbit;
input [3:0]adrs;
input brnch,shft,in,clk;
input [15:0]sram;
reg prdbit;
reg [3:0]shfreg;
reg x1,x2,x3,x4;
wire [15:0]decout;
always @(posedge clk)
begin
if (shft)
begin  
shfreg[0]<=in;
shfreg[1]<=shfreg[0];
shfreg[2]<=shfreg[1];
shfreg[3]<=shfreg[2];
end
else 
shfreg <= shfreg;
x1= shfreg[3]^adrs[3];
x2= shfreg[2]^adrs[2];
x3= shfreg[1]^adrs[1];
x4= shfreg[0]^adrs[0];
if(brnch)
case({x4,x3,x2,x1})
4'b0000: prdbit<= sram[0];
4'b0001: prdbit<= sram[1];
4'b0010: prdbit<= sram[2];
4'b0011: prdbit<= sram[3];
4'b0100: prdbit<= sram[4];
4'b0101: prdbit<= sram[5];
4'b0110: prdbit<= sram[6];
4'b0111: prdbit<= sram[7];
4'b1000: prdbit<= sram[8];
4'b1001: prdbit<= sram[9];
4'b1010: prdbit<= sram[10];
4'b1011: prdbit<= sram[11];
4'b1100: prdbit<= sram[12];
4'b1101: prdbit<= sram[13];
4'b1110: prdbit<= sram[14];
4'b1111: prdbit<= sram[15];
default: prdbit<= 1'bz;
endcase
end
endmodule
==> /design/flow/run.sh <==
#!/bin/bash
# OpenROAD 26Q1-2900-gdf79404cd8, Yosys 0.63+post, stock flow scripts
make -C /OpenROAD-flow-scripts/flow DESIGN_CONFIG=/design/flow/config.mk WORK_HOME=/design/flow/orfs finish
==> /design/flow/config.mk <==
export PLATFORM = sky130hd
export DESIGN_NAME = gshare
export DESIGN_NICKNAME = gshare
export VERILOG_FILES = /design/flow/design.v
export SDC_FILE = /design/flow/constraint.sdc
export NUM_CORES = 4
export LEC_CHECK = 1
export CORE_AREA = 10 10 70 70
export DIE_AREA = 0 0 80 80
==> /design/flow/constraint.sdc <==
current_design gshare

set clk_period 3.7
set clk_io_pct 0.2

create_clock -name clk0 -period $clk_period [get_ports {clk}]

set non_clock_inputs [all_inputs -no_clocks]
set_input_delay [expr $clk_period * $clk_io_pct] -clock clk0 $non_clock_inputs
set_output_delay [expr $clk_period * $clk_io_pct] -clock clk0 [all_outputs]
==> run_results.csv <==
group,metric,value,unit
place,numPortBuffers,24,
cts,cts_resized,0,
timing,worst-slew-pin-transition,521,ps
final_layout,fin_cells,99,
final_layout,syn2layout_area_growth,89.9,%
power_and_ir_drop,p_leak,0.000241,uW
routing,dr_total_vias,318,
place,place_inst,95,
timing,tns,0,ps
synth,synth_cells,25,
floorplanning,pin_count,25,
cts,cts_hold_buf,0,
timing,finalHoldViolations,0,
routing,wl_per_cell,11.6,um
synth,yosys.cell_count.top_type,"edfxtp_1",
synth,postSynth.asyncResetShare,0,%
cts,cts_buffer_depth,2,
global_routing,grt_pass1_vias,338,
timing,fin_crit_sh,70.2,%
timing,rsz0062_at_grt,"false",
floorplanning,die_area,6400,um2
setup_path,arrival,2580,ps
status,run_status,"finished, final reports clean",
hold_path,hold_depth,0,
synth,synth_area_per_cell,14.4,um2
synth,synth_warnings,2,
floorplanning,die_h,80,um
synth,post-synth-top-area-fraction,41.7,%
synth,ys.flop_type,"edfxtp_1",
floorplanning,core-area,3420,um2
synth,synth_area,360,um2
setup_path,critPathMaxFanout,6,
timing,fin_skew,0.112,ps
setup_path,ff2ff_path_depth,5,
synth,ys_seq_share,41.7,%
floorplanning,fp-utilization,10.5,%
timing,fmax,0.385,GHz
global_routing,grt_pass1_wl,1700,um
routing,routed_wl,1150,um
setup_path,path_class,"in -> reg",
global_routing,grt_start_max_net_pins,7,
timing,fin_hold_ws,466,ps
setup_path,worstSetupEndpointType,"flop",
routing,ant_nets,0,
cts,clk_pin_slew,40,ps
final_layout,finalCoreUtilization,20.0,%
cts,clk_latency,240,ps
setup_path,start_kind,"input port",
routing,antenna-diode-count,0,
run,tool_warnings,25,
routing,first_iter_violations,10,
power_and_ir_drop,vdd_drop_max,0.0631,mV
timing,slew_viol_final,0,
global_routing,overflow,0,
routing,vias_per_cell,3.21,
global_routing,track_usage,3.44,%
synth,common_cells,"edfxtp_1 (5), mux4_1 (3), nand2_1 (3), or2_2 (2), xor2_1 (2)",
synth,synthDistinctLibCells,15,
final_layout,drive_above_1_share,17.0,%
routing,firstDrtPassIters,3,
synth,topCellsByArea,"edfxtp_1 (42%), mux4_1 (22%), xor2_1 (4.9%)",
routing,drc,0,
cts,cts_tree,"done",
global_routing,antenna_found_initial,0,
hold_path,worstHoldPathType,"reg -> reg",
run,maxCapViolCount,0,
cts,cts_setup_buffers,0,
cts,numCtsBuffers,3,
synth,ys.flops,5,
cts,htreeDepth,1,
setup_path,critPathRequiredTime,3680,ps
timing,fin_crit,2600,ps
power_and_ir_drop,p_per_area,292,nW/um2
timing,timing.slew.headroom,65.0,%
synth,top_area_cell,"edfxtp_1",
synth,ys_area,360,um2
cts,cts_root_buf,"clkbuf_4",
synth,ys_cells,25,
cts,cts_sinks,5,
place,gp_congestion,0.722,
synth,edf_count,5,
floorplanning,fp.dieW,80,um
floorplanning,rows,21,
timing,finalSetupViolCount,0,
[flip-flops by register name, summed over array words and instances (netlist names)]
signal / cells
shfreg: 4
prdbit: 1
[cells by family after synthesis]
logic type | Yosys count | share of synthesized area [%]
AOI/OAI and AO/OA | 4 | 9.03
xor gates and xnor gates | 4 | 11.8
DFF | 5 | 41.7
muxes | 4 | 24.7
and+or+nand+nor | 8 | 12.8
[layer usage]
layer	GRT usage (%)	part of all wire, %
met1	3.43	35
met2	6.34	56
met3	1.36	6.8
met4	1.06	2.7
met5	0	0
[cell usage in the layout, fill, tap and decap left out]
cell type         n
clkdlybuf4s50_1  24
edfxtp_1          5
mux4_1            3
nand2_1           3
clkbuf_4          3
xor2_1            2
or2_2             2
xnor2_2           1
xnor2_1           1
mux2i_1           1
and2b_2           1
a21oi_1           1
nor3b_1           1
a221o_1           1
a21o_2            1
nor4_1            1
a21oi_2           1
clkbuf_1          1
[stage by stage]
stage          worst slack, ps  area (um2)  power, uW
6_report                  1100         684        200
5_1_grt                   1010         684        215
4_1_cts                   1110         684        204
3_5_place_dp               853         658        137
3_3_place_gp               892         658        136
2_1_floorplan             1480         360        103
[worst paths after layout]
check | startpoint | slack (ps) | to
max reg2reg | shfreg[3]$_DFFE_PP_ | 1670 | prdbit$_DFFE_PP_
min reg2reg | shfreg[0]$_DFFE_PP_ | 470 | shfreg[1]$_DFFE_PP_
max | adrs[3] | 1100 | prdbit$_DFFE_PP_
min | shfreg[0]$_DFFE_PP_ | 470 | shfreg[1]$_DFFE_PP_
[area by class of cell]
| cell class | count | area [um2] |
|---|---|---|
| Clock buffer | 4 | 26.3 |
| Fill cell | 374 | 2730 |
| Multi-Input combinational cell | 20 | 210 |
| Sequential cell | 5 | 150 |
| Tap cell | 46 | 57.6 |
| Timing Repair Buffer | 24 | 240 |
[power by group]
part	total [uW]	internal (uW)	switching, uW
clock	63.8	40.8	23.0
combinational	64.7	44.3	20.4
sequential	71.3	69.0	2.26
total	200	154	45.7
[critical path, stage by stage]
cell,delay [ps]
clkdlybuf4s50_1,440
xnor2_2,380
mux4_1,620
nor3b_1,200
a221o_1,150
a21oi_2,50
No activity file was given, so power comes from the tool's default toggle rates.
